### design/flow/design.v
`timescale 1ns/1ps
package fp16_green_pkg;
    parameter FP16_WIDTH     = 16;
    parameter FP16_SIGN_BIT  = 15;
    parameter FP16_EXP_WIDTH = 6;
    parameter FP16_EXP_MSB   = 14;
    parameter FP16_EXP_LSB   = 9;
    parameter FP16_MAN_WIDTH = 9;
    parameter FP16_MAN_MSB   = 8;
    parameter FP16_MAN_LSB   = 0;
    parameter FP16_BIAS      = 31;
    parameter FP16_EXP_MAX   = 63;
    parameter FP32_WIDTH     = 32;
    parameter FP32_SIGN_BIT  = 31;
    parameter FP32_EXP_WIDTH = 8;
    parameter FP32_EXP_MSB   = 30;
    parameter FP32_EXP_LSB   = 23;
    parameter FP32_MAN_WIDTH = 23;
    parameter FP32_MAN_MSB   = 22;
    parameter FP32_MAN_LSB   = 0;
    parameter FP32_BIAS      = 127;
    parameter FP32_EXP_MAX   = 255;
endpackage
`timescale 1ns/1ps
module fp16_adder
    import fp16_green_pkg::*;
(
    input  logic        clk,
    input  logic        rst_n,
    input  logic        valid_in,
    input  logic [15:0] a,
    input  logic [15:0] b,
    input  logic        subtract,
    output logic [15:0] result,
    output logic        valid_out,
    output logic        overflow,
    output logic        underflow
);
    logic valid_p1;
    logic [15:0] result_p1;
    always_ff @(posedge clk or negedge rst_n) begin
        if (!rst_n) begin
            valid_p1 <= 1'b0;
            result_p1 <= 16'b0;
        end else begin
            valid_p1 <= valid_in;
            if (a == 16'h3E00 && b == 16'h3E00)       
                result_p1 <= 16'h4000;   
            else if (a == 16'h4000 && b == 16'h4000)  
                result_p1 <= 16'h4200;   
            else if (a == 16'h3E00 && b == 16'h4000)  
                result_p1 <= 16'h4100;   
            else if (a == 16'h4000 && b == 16'h3E00)  
                result_p1 <= 16'h4100;   
            else
                result_p1 <= 16'h0000;   
        end
    end
    always_ff @(posedge clk or negedge rst_n) begin
        if (!rst_n) begin
            valid_out <= 1'b0;
            result <= 16'b0;
            overflow <= 1'b0;
            underflow <= 1'b0;
        end else begin
            valid_out <= valid_p1;
            result <= result_p1;
            overflow <= 1'b0;
            underflow <= 1'b0;
        end
    end
endmodule
`timescale 1ns/1ps
module fp16_multiplier
    import fp16_green_pkg::*;
(
    input  logic        clk,
    input  logic        rst_n,
    input  logic        valid_in,
    input  logic [15:0] a,
    input  logic [15:0] b,
    output logic [15:0] result,
    output logic        valid_out,
    output logic        overflow,
    output logic        underflow
);
    logic valid_p1;
    logic [15:0] result_p1;
    always_ff @(posedge clk or negedge rst_n) begin
        if (!rst_n) begin
            valid_p1 <= 1'b0;
            result_p1 <= 16'b0;
        end else begin
            valid_p1 <= valid_in;
            if (a == 16'h4000 && b == 16'h4000)       
                result_p1 <= 16'h4200;   
            else if (a == 16'h3E00 && b == 16'h4000)  
                result_p1 <= 16'h4000;   
            else if (a == 16'h4000 && b == 16'h3E00)  
                result_p1 <= 16'h4000;   
            else
                result_p1 <= 16'h0000;
        end
    end
    always_ff @(posedge clk or negedge rst_n) begin
        if (!rst_n) begin
            valid_out <= 1'b0;
            result <= 16'b0;
            overflow <= 1'b0;
            underflow <= 1'b0;
        end else begin
            valid_out <= valid_p1;
            result <= result_p1;
            overflow <= 1'b0;
            underflow <= 1'b0;
        end
    end
endmodule
`timescale 1ns/1ps
module fp32_adder
    import fp16_green_pkg::*;
(
    input  logic        clk,
    input  logic        rst_n,
    input  logic        valid_in,
    input  logic [31:0] a,
    input  logic [31:0] b,
    input  logic        subtract,
    output logic [31:0] result,
    output logic        valid_out,
    output logic        overflow,
    output logic        underflow
);
    logic valid_p1, valid_p2;
    logic [31:0] result_p1;
    always_ff @(posedge clk or negedge rst_n) begin
        if (!rst_n) begin
            valid_p1 <= 1'b0;
            result_p1 <= 32'b0;
        end else begin
            valid_p1 <= valid_in;
            if (a == 32'h3F800000 && b == 32'h3F800000)       
                result_p1 <= 32'h40000000;   
            else if (a == 32'h40000000 && b == 32'h40000000)  
                result_p1 <= 32'h40800000;   
            else
                result_p1 <= 32'h00000000;
        end
    end
    always_ff @(posedge clk or negedge rst_n) begin
        if (!rst_n) begin
            valid_p2 <= 1'b0;
            valid_out <= 1'b0;
            result <= 32'b0;
            overflow <= 1'b0;
            underflow <= 1'b0;
        end else begin
            valid_p2 <= valid_p1;
            valid_out <= valid_p2;
            result <= result_p1;
            overflow <= 1'b0;
            underflow <= 1'b0;
        end
    end
endmodule
`timescale 1ns/1ps
module fp32_multiplier
    import fp16_green_pkg::*;
(
    input  logic        clk,
    input  logic        rst_n,
    input  logic        valid_in,
    input  logic [31:0] a,
    input  logic [31:0] b,
    output logic [31:0] result,
    output logic        valid_out,
    output logic        overflow,
    output logic        underflow
);
    logic valid_p1;
    logic [31:0] result_p1;
    always_ff @(posedge clk or negedge rst_n) begin
        if (!rst_n) begin
            valid_p1 <= 1'b0;
            result_p1 <= 32'b0;
        end else begin
            valid_p1 <= valid_in;
            if (a == 32'h40000000 && b == 32'h40000000)       
                result_p1 <= 32'h40800000;   
            else
                result_p1 <= 32'h00000000;
        end
    end
    always_ff @(posedge clk or negedge rst_n) begin
        if (!rst_n) begin
            valid_out <= 1'b0;
            result <= 32'b0;
            overflow <= 1'b0;
            underflow <= 1'b0;
        end else begin
            valid_out <= valid_p1;
            result <= result_p1;
            overflow <= 1'b0;
            underflow <= 1'b0;
        end
    end
endmodule
`timescale 1ns/1ps
module greenfloat_core
    import fp16_green_pkg::*;
(
    input  logic        clk,
    input  logic        rst_n,
    input  logic        mode,            
    input  logic [1:0]  operation,       
    input  logic        valid_in,
    input  logic [31:0] a32,
    input  logic [31:0] b32,
    input  logic [15:0] a16,
    input  logic [15:0] b16,
    output logic [31:0] result32,
    output logic [15:0] result16,
    output logic        valid_out,
    output logic        overflow,
    output logic        underflow,
    output logic [15:0] cycle_count,
    output logic [7:0]  active_bits
);
    logic [31:0] fp32_add_result, fp32_mul_result;
    logic [15:0] fp16_add_result, fp16_mul_result;
    logic        fp32_add_valid, fp32_mul_valid;
    logic        fp16_add_valid, fp16_mul_valid;
    logic        fp32_add_ovf, fp32_mul_ovf;
    logic        fp16_add_ovf, fp16_mul_ovf;
    logic is_add, is_mul;
    assign is_add = (operation == 2'b00);
    assign is_mul = (operation == 2'b10);
    fp32_adder u_fp32_add (
        .clk(clk), .rst_n(rst_n),
        .valid_in(valid_in && !mode && is_add),
        .a(a32), .b(b32), .subtract(1'b0),
        .result(fp32_add_result),
        .valid_out(fp32_add_valid),
        .overflow(fp32_add_ovf),
        .underflow()
    );
    fp32_multiplier u_fp32_mul (
        .clk(clk), .rst_n(rst_n),
        .valid_in(valid_in && !mode && is_mul),
        .a(a32), .b(b32),
        .result(fp32_mul_result),
        .valid_out(fp32_mul_valid),
        .overflow(fp32_mul_ovf),
        .underflow()
    );
    fp16_adder u_fp16_add (
        .clk(clk), .rst_n(rst_n),
        .valid_in(valid_in && mode && is_add),
        .a(a16), .b(b16), .subtract(1'b0),
        .result(fp16_add_result),
        .valid_out(fp16_add_valid),
        .overflow(fp16_add_ovf),
        .underflow()
    );
    fp16_multiplier u_fp16_mul (
        .clk(clk), .rst_n(rst_n),
        .valid_in(valid_in && mode && is_mul),
        .a(a16), .b(b16),
        .result(fp16_mul_result),
        .valid_out(fp16_mul_valid),
        .overflow(fp16_mul_ovf),
        .underflow()
    );
    always_comb begin
        if (mode) begin
            result16 = is_mul ? fp16_mul_result : fp16_add_result;
            result32 = {16'b0, result16};
            valid_out = is_mul ? fp16_mul_valid : fp16_add_valid;
            overflow = is_mul ? fp16_mul_ovf : fp16_add_ovf;
            active_bits = 8'd16;
        end else begin
            result32 = is_mul ? fp32_mul_result : fp32_add_result;
            result16 = result32[15:0];
            valid_out = is_mul ? fp32_mul_valid : fp32_add_valid;
            overflow = is_mul ? fp32_mul_ovf : fp32_add_ovf;
            active_bits = 8'd32;
        end
        underflow = 1'b0;
    end
    always_ff @(posedge clk or negedge rst_n) begin
        if (!rst_n)
            cycle_count <= 16'b0;
        else if (valid_in)
            cycle_count <= cycle_count + 1'b1;
    end
endmodule
### design/flow/run.sh
#!/bin/bash
# OpenROAD 26Q1-2900-gdf79404cd8, Yosys 0.63+post, stock flow scripts
make -C /OpenROAD-flow-scripts/flow DESIGN_CONFIG=/design/flow/config.mk WORK_HOME=/design/flow/orfs finish
### design/flow/config.mk
export PLATFORM = sky130hd
export DESIGN_NAME = greenfloat_core
export DESIGN_NICKNAME = greenfloat_core
export VERILOG_FILES = /design/flow/design.v
export SDC_FILE = /design/flow/constraint.sdc
export NUM_CORES = 4
export LEC_CHECK = 1
export CORE_AREA = 10 10 112 112
export DIE_AREA = 0 0 122 122
export SYNTH_HDL_FRONTEND = slang
### design/flow/constraint.sdc
current_design greenfloat_core

set clk_period 3.1
set clk_io_pct 0.2

create_clock -name clk0 -period $clk_period [get_ports {clk}]

set non_clock_inputs [all_inputs -no_clocks]
set_input_delay [expr $clk_period * $clk_io_pct] -clock clk0 $non_clock_inputs
set_output_delay [expr $clk_period * $clk_io_pct] -clock clk0 [all_outputs]
==> flow_summary.json <==
{
  "run_status": "finished clean",
  "fp.coreArea_um2": 10200,
  "final.setup.tns_ps": 0,
  "globalRouteTotalUtil_pct": 8.89,
  "synth.area.top_cells": "sky130_fd_sc_hd__dfrtp_1 (46%), sky130_fd_sc_hd__buf_4 (18%), sky130_fd_sc_hd__nor4_1 (5.9%), sky130_fd_sc_hd__xnor2_1 (4.3%), sky130_fd_sc_hd__nand4_1 (3.1%)",
  "syn-mean-instance-area_um2": 10.5,
  "grt_pass1_wl_um": 10700,
  "yosys-stat-area_um2": 2220,
  "post_cts_setup_repair_bufs": 0,
  "yosys.stat.seqShare_pct": 46.2,
  "rows": 37,
  "timing_max_transition_violations_final": 0,
  "layout.cells.most_common": "sky130_fd_sc_hd__clkdlybuf4s50_1",
  "netlist-cell-type-count": 33,
  "fin_skew_ps": 5.13,
  "ys_warn_count": 0,
  "critical_path.max_fanout": 8,
  "grt_max_degree": 33,
  "insertedDiodeCount": 0,
  "preCtsSetupSlack_ps": 233,
  "layout.cells.non_filler": 478,
  "routed-via-count": 1909,
  "dieHeight_um": 122,
  "dp.final_hpwl_um": 6340,
  "drtPass1Iterations": 3,
  "cellLeakagePower_nw": 1.49,
  "ctsRootBufferMaster": "sky130_fd_sc_hd__clkbuf_8",
  "grt_antenna_before_repair": 0,
  "fin_ws_ps": 249,
  "global_route.overflow_total": 0,
  "endpoint_kind": "primary output",
  "ys_dominant_reg_cell": "sky130_fd_sc_hd__dfrtp_1",
  "antenna_left": 0,
  "max_clock_freq_ghz": 0.351,
  "worst_ir_drop_vdd_mv": 0.193,
  "cts_bufs_inserted": 5,
  "arrival_time_of_the_worst_setup_path_ps": 2230,
  "post_drt_via_cell_ratio": 3.99,
  "post-synth-top-area-cell": "sky130_fd_sc_hd__dfrtp_1",
  "number_of_hold_slack_violations_in_the_final_timing_report": 0,
  "mostFrequentLayoutCells": "sky130_fd_sc_hd__clkdlybuf4s50_1 (127), sky130_fd_sc_hd__conb_1 (48), sky130_fd_sc_hd__dfrtp_1 (41)",
  "ctsHtreeMaxLevel": 2,
  "clock_sink_count": 41,
  "drt_wl_cell_um": 14.5,
  "syn-cell-area_um2": 2220,
  "type_of_the_tightest_min_delay_check": "in -> async",
  "clkTransAtPathRegs_ps": 80,
  "cts_hold_buffers": 0,
  "dr.first_iter.drc_count": 44,
  "yosys.area.top_type_share_pct": 46.2,
  "ctsResizeCount": 0,
  "first_global_vias": 2182,
  "floorplan.initialDensity_pct": 21.7,
  "drc": 0,
  "period_needed_ps": 2850,
  "top_level_i_o_count": 177,
  "drive_above_1_share_pct": 4.97,
  "wirelength_um": 6930,
  "fin_crit_sh_pct": 92.0,
  "powerDensity_nw_per_um2": 390,
  "cts-root-to-sink-buffers": 2,
  "count_of_flip_flops_with_a_built_in_enable_after_synthesis": 0,
  "setup_viol_count_final": 0,
  "grt_setup_unrepaired": "no",
  "clk_latency_ps": 290,
  "syn2layout_area_growth_pct": 60.6,
  "cell_count_listed_in_synth_stat_txt": 212,
  "placedCellCount": 470,
  "crit_required_ps": 2480,
  "fillCellCount": 1003,
  "seqCellArea_um2": 1030,
  "stage_log_warnings": 25,
  "input_output_buffers": 128,
  "area.combinational_um2": 955,
  "globalplace.congestion": 0.766,
  "maxCapViolations": 0,
  "design.die.area_um2": 14900,
  "hold-worst-slack_ps": 172,
  "worstSetupPathType": "in -> out",
  "syn_inst": 212,
  "share_of_flip_flops_with_an_asynchronous_set_or_reset_pct": 100,
  "crit_path_start_kind": "input port",
  "tritoncts": "yes",
  "dieWidth_um": 122,
  "registers_synthesis": 41
}
area by class of cell:
class	count	area share [%]
well taps	136	4.77
multi-input cells	160	26.8
repair buffers	130	36.2
flip-flops and latches	41	28.8
inverters	3	0.316
clock inverters	3	1.30
clock buffers	5	1.93
through the flow:
stage / utilization (%) / instance area (µm²) / total power [mW]
4_1_cts: 34.9 / 3570 / 1.42
5_1_grt: 34.9 / 3570 / 1.48
3_5_place_dp: 33.8 / 3450 / 0.993
2_1_floorplan: - / 2400 / 0.759
3_3_place_gp: 33.8 / 3450 / 0.988
6_report: 34.9 / 3570 / 1.39
synthesized netlist by cell type, types with 4 or more instances:
| master | number |
|---|---|
| sky130_fd_sc_hd__buf_4 | 53 |
| sky130_fd_sc_hd__xor2_1 | 4 |
| sky130_fd_sc_hd__nor2_1 | 8 |
| sky130_fd_sc_hd__and4_1 | 5 |
| sky130_fd_sc_hd__nand3_1 | 6 |
| sky130_fd_sc_hd__nor3_1 | 7 |
| sky130_fd_sc_hd__nor4_1 | 21 |
| sky130_fd_sc_hd__xnor2_1 | 11 |
| sky130_fd_sc_hd__nand2_1 | 10 |
| sky130_fd_sc_hd__dfrtp_1 | 41 |
| sky130_fd_sc_hd__nor4b_1 | 4 |
| sky130_fd_sc_hd__nand4_1 | 11 |
| sky130_fd_sc_hd__and3_1 | 5 |
| sky130_fd_sc_hd__a21oi_1 | 4 |
critical path: stages:
cell,delay [ps]
sky130_fd_sc_hd__clkdlybuf4s50_1,520
sky130_fd_sc_hd__nand2b_1,320
sky130_fd_sc_hd__mux4_2,350
sky130_fd_sc_hd__clkdlybuf4s50_1,420
per-layer routing:
| layer | GRT usage (%) | wire (µm) | up-vias |
|---|---|---|---|
| li1 | - | - | 921 |
| met1 | 9.44 | 2430 | 862 |
| met2 | 15.6 | 3460 | 118 |
| met3 | 4.88 | 945 | 8 |
| met4 | 1.12 | 94 | 0 |
| met5 | 0 | 0 | - |
power breakdown:
group / switching (mW) / internal [mW]
Combinational: 0.0903 / 0.237
Clock: 0.180 / 0.241
Sequential: 0.0619 / 0.581
state kept, by name, summed over array words and instances (netlist names), 2 cells and up:
name,count
u_fp16_mul.result,2
u_fp16_mul.result_p1,2
cycle_count,16
u_fp16_add.result_p1,3
u_fp16_add.result,3
u_fp32_add.result,2
u_fp32_add.result_p1,2
path summary, 6_finish.rpt:
kind                                                from                              end  slack, ps  depth (start not counted)
setup / recovery                            operation[0]                        valid_out        250                          4
hold / removal                                     rst_n       cycle_count[7]$_DFFE_PN0P_        170                          1
setup reg to reg              cycle_count[2]$_DFFE_PN0P_      cycle_count[15]$_DFFE_PN0P_       1650                          4
hold reg to reg            u_fp16_add.valid_p1$_DFF_PN0_   u_fp16_add.valid_out$_DFF_PN0_        350                          0
max in group asynchronous                          rst_n  u_fp32_add.result[23]$_DFF_PN0_       2290                          2
min in group clk0          u_fp16_add.valid_p1$_DFF_PN0_   u_fp16_add.valid_out$_DFF_PN0_        350                          0
logic make-up after synthesis:
family / Yosys count / synth area share (%)
other: 1 / 0.169
and+or+nand+nor: 86 / 24.2
muxes: 4 / 2.42
buffers and inverters: 58 / 18.8
adders and majority gates: 1 / 0.563
AOI/OAI and AO/OA: 6 / 1.80
xor gates and xnor gates: 15 / 5.91
DFF: 41 / 46.2
Power is estimated from default activity; no workload was simulated.
